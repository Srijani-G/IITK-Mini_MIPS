==> ./design.v <==
module inst_decoder #(
    parameter OP_RTYPE = 6'h0,
    parameter OP_MADD  = 6'h1c,
    parameter OP_MADDU = 6'h1c,
    parameter OP_ADDI  = 6'h8,
    parameter OP_ADDIU = 6'h9,
    parameter OP_ANDI  = 6'hc,
    parameter OP_ORI   = 6'hd,
    parameter OP_XORI  = 6'he,
    parameter OP_LW    = 6'h23,
    parameter OP_SW    = 6'h2b,
    parameter OP_LUI   = 6'hf,
    parameter OP_BEQ   = 6'h4,
    parameter OP_BNE   = 6'h5,
    parameter OP_BGT   = 6'h7,
    parameter OP_BGTE  = 6'h1,
    parameter OP_BLE   = 6'h1,
    parameter OP_BLEQ  = 6'h7,
    parameter OP_BLEU  = 6'h16,
    parameter OP_BGTU  = 6'h17,
    parameter OP_SLTI  = 6'ha,
    parameter OP_SEQ   = 6'h18,
    parameter OP_J     = 6'h2,
    parameter OP_JAL   = 6'h3,
    parameter OP_CP1   = 6'h11,
    parameter FUNC_ADD   = 6'h20,
    parameter FUNC_SUB   = 6'h22,
    parameter FUNC_ADDU  = 6'h21,
    parameter FUNC_SUBU  = 6'h23,
    parameter FUNC_MADD  = 6'h0,
    parameter FUNC_MADDU = 6'h1,
    parameter FUNC_MUL   = 6'h18,
    parameter FUNC_AND   = 6'h24,
    parameter FUNC_OR    = 6'h25,
    parameter FUNC_NOT   = 6'h27,
    parameter FUNC_XOR   = 6'h26,
    parameter FUNC_SLL   = 6'h0,
    parameter FUNC_SRL   = 6'h2,
    parameter FUNC_SLA   = 6'h0,
    parameter FUNC_SRA   = 6'h3,
    parameter FUNC_SLT   = 6'h2a,
    parameter FUNC_JR    = 6'h8,
    parameter FUNC_MFHI  = 6'h10,
    parameter FUNC_MFLO  = 6'h12,
    parameter ALU_ADD = 5'h0,
    parameter ALU_SUB = 5'h10,
    parameter ALU_AND = 5'h1,
    parameter ALU_OR  = 5'h2,
    parameter ALU_NOT = 5'h3,
    parameter ALU_XOR = 5'h4,
    parameter ALU_SLL = 5'h5,
    parameter ALU_SRL = 5'h6,
    parameter ALU_SRA = 5'h7,
    parameter ALU_EQ  = 5'h8,
    parameter ALU_NE  = 5'h9,
    parameter ALU_LT  = 5'ha,
    parameter ALU_GT  = 5'hb,
    parameter ALU_LE  = 5'hc,
    parameter ALU_GE  = 5'hd,
    parameter ALU_LTU = 5'he,
    parameter ALU_GTU = 5'hf,
    parameter MUL_MADD  = 3'b000,
    parameter MUL_MADDU = 3'b001,
    parameter MUL_MUL   = 3'b010,
    parameter MUL_MFHI  = 3'b101,
    parameter MUL_MFLO  = 3'b100
)(
    input [5:0] opcode,
    input [5:0] funct,
    output reg needs_three_regs,
    output reg jump,
    output reg jump_reg,
    output reg load,
    output reg store,
    output reg link,
    output reg [5:0] alu_op,
    output reg alu_imm,
    output reg shift_imm,
    output reg load_upper,
    output reg branch,
    output reg write_to_register,
    output reg load_from_hi_lo,
    output reg [2:0] mul_op,
    output reg from_cp1,
    output reg has_overflow
);
    always @(*) begin
        needs_three_regs = 0;
        jump = 0;
        jump_reg = 0;
        load = 0;
        store = 0;
        link = 0;
        alu_op = 5'bxxxxx;
        alu_imm = 0;
        shift_imm = 0;
        load_upper = 0;
        branch = 0;
        write_to_register = 0;
        load_from_hi_lo = 0;
        mul_op = MUL_MFLO;
        from_cp1 = 0;
        has_overflow = 0;
        if (opcode == OP_RTYPE) needs_three_regs = 1;
        if (opcode == OP_J || opcode == OP_JAL || (opcode == OP_RTYPE && funct == FUNC_JR))
            jump = 1;
        jump_reg = (opcode == OP_RTYPE && funct == FUNC_JR);
        load = (opcode == OP_LW);
        store = (opcode == OP_SW);
        link = (opcode == OP_JAL);
        branch = (opcode == OP_BEQ || opcode == OP_BNE || opcode == OP_BGT || opcode == OP_BGTE ||
                  opcode == OP_BLE || opcode == OP_BLEQ || opcode == OP_BLEU || opcode == OP_BGTU);
        case (opcode)
            OP_ADDI, OP_ADDIU, OP_LW, OP_SW: alu_op = ALU_ADD;
            OP_ANDI: alu_op = ALU_AND;
            OP_ORI:  alu_op = ALU_OR;
            OP_XORI: alu_op = ALU_XOR;
            OP_LUI:  alu_op = ALU_SLL;
            OP_SEQ, OP_BEQ: alu_op = ALU_EQ;
            OP_BNE:  alu_op = ALU_NE;
            OP_BGT:  alu_op = ALU_GT;
            OP_BGTE: alu_op = ALU_GE;
            OP_SLTI, OP_BLE: alu_op = ALU_LT;
            OP_BLEQ: alu_op = ALU_LE;
            OP_BLEU: alu_op = ALU_LTU;
            OP_BGTU: alu_op = ALU_GTU;
            OP_RTYPE: begin
                case (funct)
                    FUNC_ADD, FUNC_ADDU: alu_op = ALU_ADD;
                    FUNC_SUB, FUNC_SUBU: alu_op = ALU_SUB;
                    FUNC_AND: alu_op = ALU_AND;
                    FUNC_OR:  alu_op = ALU_OR;
                    FUNC_NOT: alu_op = ALU_NOT;
                    FUNC_XOR: alu_op = ALU_XOR;
                    FUNC_SLL, FUNC_SLA: alu_op = ALU_SLL;
                    FUNC_SRL: alu_op = ALU_SRL;
                    FUNC_SRA: alu_op = ALU_SRA;
                    FUNC_SLT: alu_op = ALU_LT;
                    FUNC_MFHI, FUNC_MFLO: alu_op = ALU_OR;
                    default: alu_op = 5'bxxxxx;
                endcase
            end
        endcase
        alu_imm = (opcode != OP_RTYPE) && !branch;
        shift_imm = (opcode == OP_RTYPE &&
                    (funct == FUNC_SLL || funct == FUNC_SLA || funct == FUNC_SRL || funct == FUNC_SRA));
        load_upper = (opcode == OP_LUI);
        write_to_register = !(branch || store || (jump && !jump_reg));
        load_from_hi_lo = (opcode == OP_RTYPE && 
                          (funct == FUNC_MFHI || funct == FUNC_MFLO));
        if (opcode == OP_MADD || opcode == OP_MADDU) begin
            case (funct)
                FUNC_MADD:  mul_op = MUL_MADD;
                FUNC_MADDU: mul_op = MUL_MADDU;
                default:    mul_op = MUL_MFLO;
            endcase
        end else if (opcode == OP_RTYPE) begin
            case (funct)
                FUNC_MUL:  mul_op = MUL_MUL;
                FUNC_MFHI: mul_op = MUL_MFHI;
                FUNC_MFLO: mul_op = MUL_MFLO;
                default:   mul_op = MUL_MFLO;
            endcase
        end
        from_cp1 = (opcode == OP_CP1);
        if ((opcode == OP_RTYPE && (funct == FUNC_ADD || funct == FUNC_SUB)) || opcode == OP_ADDI)
            has_overflow = 1;
    end
endmodule
==> ./run.sh <==
#!/bin/bash
# OpenROAD 26Q1-2900-gdf79404cd8, Yosys 0.63+post, stock flow scripts
make -C /OpenROAD-flow-scripts/flow DESIGN_CONFIG=/design/flow/config.mk WORK_HOME=/design/flow/orfs finish
==> ./config.mk <==
export PLATFORM = sky130hd
export DESIGN_NAME = inst_decoder
export DESIGN_NICKNAME = inst_decoder
export VERILOG_FILES = /design/flow/design.v
export SDC_FILE = /design/flow/constraint.sdc
export NUM_CORES = 4
export LEC_CHECK = 1
export CORE_AREA = 10 10 70 70
export DIE_AREA = 0 0 80 80
==> ./constraint.sdc <==
current_design inst_decoder

set clk_period 2.4
set clk_io_pct 0.2

create_clock -name clk0 -period $clk_period

set non_clock_inputs [all_inputs -no_clocks]
set_input_delay [expr $clk_period * $clk_io_pct] -clock clk0 $non_clock_inputs
set_output_delay [expr $clk_period * $clk_io_pct] -clock clk0 [all_outputs]
==> changes_impl.md <==
### Changed

* Status: complete, but fails checks
* Violations in the final reports: negative setup slack
* Setup repair after global routing missed its margin: true
* Site row count at 21
* Routed vias/inst at 4.59
* Number of global-route vias before repair at 903
* Die X at 80 µm
* Met3 usage at 2.27%
* Start point of the worst min-delay path: funct[2]
* Ratio of final minimum period to clock period at 101%
* Max-slew violation total from the final report at 0
* Dominant cell area share at 10.1%
* And-or/or-and share of the synthesized area at 28.2%
* Utilization after layout at 39.9%
* Number of library cell types mapped by synthesis at 38
* Die y size at 80 µm
* Cell area after synthesis at 621 µm²
* OpenROAD warning count at 38
* Clock Buffer Count at 0
* Remaining routing DRC violations at 0
* Post-layout power at 0.164 mW
* Highest Clock Rate at 414 MHz
* Startpoint class of the critical path: input port
* Yosys Warn Count at 1
* Floorplan core area at 3420 µm²
* First-pass GRT wire length at 4200 µm
* Crit path setup slack, layout at -0.0134 ns
* Class of the tightest hold or removal check: in2out
* Slowest stage delay, CP at 0.55 ns
* Drt first pass iters at 4
* Area added between synthesis and finish at 119%
* Synth mux share at 0%
* Final sequential cell count at 0
* Cell chain of the critical path: buf_6 > or4_4 > nor3_4 > buf_4 > nor4b_4 > o21bai_1 > buf_2
* Met1 track demand over resource in global routing at 10.6%
* Post-synthesis cell type with the largest instance count: nor2_1
* Worst Setup SP: opcode[3]
* Met2 Use GR at 12.0%
* Worst setup EP type: output pin
* CP max-delay cell: or4_4
* Area leader, netlist: ha_1
* CP Class: in2out
* Routed via count at 945
* Peak supply drop at 0.0492 mV
* Post-Syn Instances at 94
* CP arrival at 1.93 ns
* Area fraction in full adders, half adders and majority gates at 10.1%
* Hold_ws at 1.41 ns
* Number of cells after detailed placement at 194
* Most used routing layer: met2
* Die outline area at 6400 µm²
* Final sum of negative setup slack at -0.0210 ns
* Area fraction in xor and xnor cells at 5.65%
* Hold Vio Cnt, Final at 0
* Fraction of the core area occupied by cells at floorplan at 18.2%
* Antenna Cells at 0
* Pwr per Cell Area at 120 nW/µm²
* Routed len/inst at 12.7 µm
* Cell area leaders: ha_1 10%, nor4_1 7.1%, nor2_1 5.4%
* Synthesized area per cell at 6.60 µm²
* Synth logic family: simple AND/OR/NAND/NOR gates
* WL final at 2630 µm
* Proportion of synthesized chip area in sequential cells at 0%
* Min Clock Period, post-route at 2.41 ns
* LEAKAGE at 0.625 nW
* Maxcap violations at 0
* Port bufs at 34
* Total grt overflow at 0
* Commonest cells in the netlist: 9 x nor2_1, 8 x clkbuf_1, 8 x nand2_1, 7 x nor4_1
* Placer Congestion at 0.807
* Req. time, crit path at 1.92 ns
* Footprint of the flip-flops and latches at 0 µm²
* All-layer global routing usage at 7.62%
* Non-filler instance count after layout at 206
* Count of endpoints failing setup in the final report at 2
* Critical path peak fanout at 5
* Post-Synth Simple-Gate Area at 44.6%
* Cell count listed in synth_stat.txt at 94
* First DRT Iteration DRCs at 67
* Ports placed on the boundary at 35
* Proportion of layout cells with a drive suffix above 1 at 53.8%
* Total cell area reported by yosys after synthesis at 621 µm²
* Largest net degree at the start of global routing at 17
* Number of nets with antenna violations after routing at 0
* Final HPWL from detailed placement at 1940 µm
* Initial antenna violation count at 0
-- report_power, final --
part	switching [mW]	internal, mW
combinational	0.0762	0.0876
clock	0	0
sequential	0	0
total	0.0762	0.0876
-- timing repair --
item / CTS / global route
setup buffers: 15 / 0
resized: 81 / 19
endpoints found under the setup margin: 22 / 17
hold buffers: 0 / 0
pin swaps: 12 / 10
endpoints found under the hold margin: 0 / 0
-- metrics by stage --
step,worst slack [ns],instance area [µm²]
after floorplan,0.230,621
after global placement,-0.693,1190
after detailed placement,-0.672,1190
after CTS,-0.0526,1310
after global routing,-0.116,1360
final,-0.0134,1360
-- worst paths after layout --
check | endpoint | cells past startpoint | slack, ns
max | jump | 7 | -0.01
min | alu_op[4] | 4 | 1.41
-- worst max-delay path, delay by kind of cell --
kind	cells	cell delay, ns
and+or+nand+nor	3	0.97
AOI/OAI and AO/OA	1	0.14
buffers and inverters	3	0.34
-- logic make-up (layout without fill, tap and decap cells) --
family | count (synthesis) | in the layout
buf+inv | 15 | 81
fa+ha+maj | 5 | 5
other cells | 1 | 1
xor+xnor | 4 | 4
compound gates | 25 | 25
simple gates | 44 | 44
-- layout make-up --
cell class	count	area (µm²)
repair buffers	76	613
well taps	46	57.6
fillers	348	2050
inverters	5	18.8
multi-input cells	79	672
-- cell usage in the layout (no fill, tap or decap), types with 4 or more instances in the layout --
cell type        netlist  layout
a21oi_1                4       4
buf_2                  0      14
nor2_1                 9       5
nand2_1                8       7
buf_4                  1      37
nor3_1                 4       4
dlymetal6s2s_1         0       4
buf_6                  1       7
clkdlybuf4s50_1        0       9
nor4_1                 7       4
ha_1                   5       4
-- layer usage --
| metal | share of wire [%] | vias up |
|---|---|---|
| met5 | 0 | - |
| met4 | 0 | 0 |
| met3 | 8.9 | 0 |
| met2 | 44 | 27 |
| met1 | 47 | 433 |
| li1 | - | 485 |
Power and IR drop assume default switching activity.
