[./design.v]
module register_file #(
    parameter REG_COUNT = 32,
    parameter WIDTH = 32,
    parameter IDX_WIDTH = 5   
)(
    input  [IDX_WIDTH-1:0] src1,
    input  [IDX_WIDTH-1:0] src2,
    input  [IDX_WIDTH-1:0] dest,
    input  [WIDTH-1:0]     wr_data,
    input  wr_en,
    input  clk,
    output [WIDTH-1:0]     rd_data1,
    output [WIDTH-1:0]     rd_data2
);
    reg [WIDTH-1:0] regs [0:REG_COUNT-1];
    assign rd_data1 = (src1 == 0) ? {WIDTH{1'b0}} : regs[src1];
    assign rd_data2 = (src2 == 0) ? {WIDTH{1'b0}} : regs[src2];
    always @(posedge clk) begin
        if (wr_en && dest != 0)
            regs[dest] <= wr_data;
    end
endmodule
[./run.sh]
#!/bin/bash
# OpenROAD 26Q1-2900-gdf79404cd8, Yosys 0.63+post, stock flow scripts
make -C /OpenROAD-flow-scripts/flow DESIGN_CONFIG=/design/flow/config.mk WORK_HOME=/design/flow/orfs finish
[./config.mk]
export PLATFORM = sky130hd
export DESIGN_NAME = register_file
export DESIGN_NICKNAME = register_file
export VERILOG_FILES = /design/flow/design.v
export SDC_FILE = /design/flow/constraint.sdc
export NUM_CORES = 4
export LEC_CHECK = 1
export CORE_UTILIZATION = 50
[./constraint.sdc]
current_design register_file

set clk_period 9.8
set clk_io_pct 0.2

create_clock -name clk0 -period $clk_period [get_ports {clk}]

set non_clock_inputs [all_inputs -no_clocks]
set_input_delay [expr $clk_period * $clk_io_pct] -clock clk0 $non_clock_inputs
set_output_delay [expr $clk_period * $clk_io_pct] -clock clk0 [all_outputs]
==> flow_metrics.py <==
# Generated from Yosys and OpenROAD reports
metrics = {
    "logic_synthesis": {
        "synth-area-yosys_um2": 47900,
        "synth_seq_share_pct": 64.2,
        "synth_top_area_share_pct": 64.2,
        "synth_flops": 1024,
        "netlist_area_um2": 47900,
        "yosys-top-cells-count": "edfxtp_1, mux2i_1, mux4_2",
        "avgSynthCellArea_um2": 18.7,
        "synthFlopType": "edfxtp_1",
        "yosys-stat-cells": 2564,
        "edf_count": 1024,
        "post-synth-top-area-cell": "edfxtp_1",
        "synthCells": 2564,
        "top_cells_by_area": "edfxtp_1, mux4_2, mux2i_1",
        "yosysWarnings": 1,
        "synth.most_common_cell": "edfxtp_1",
        "synth_cell_types": 39,
        "synthArstFlopShare_pct": 0,
    },
    "placement": {
        "gp_congestion": 0.896,
        "port_buffers": 112,
        "hpwlAfterDp_um": 85300,
    },
    "final_timing": {
        "slew_headroom_pct": 33.2,
        "fmax_mhz": 135,
        "holdWs_ns": 2.08,
        "setup_viol": 0,
        "report.final.slew_viol_count": 0,
        "rsz0062_at_grt": "no",
        "setup_tns_ns": 0,
        "period_used_pct": 75.5,
        "worst_pin_slew_ns": 0.999,
        "hold_viol_final": 0,
        "period_needed_ns": 7.40,
    },
    "grt": {
        "antenna_found_initial": 2,
        "grt_pass1_vias": 31400,
        "grt-ovfl-total": 0,
        "grt_pass1_wl_um": 217000,
        "grt_usage_pct": 35.4,
        "grt_max_degree": 91,
    },
    "route": {
        "route.detailed.drc": 0,
        "ant_nets": 0,
        "avgViaCountPerCell": 6.93,
        "detail_route.first_pass.iterations": 5,
        "dr.first_iter.drc_count": 2028,
        "diodes": 0,
        "drt_wl_total_um": 151000,
        "via_count": 28200,
        "wl_per_cell_um": 37.1,
    },
    "critical_path": {
        "path_class": "input port to output pin",
        "cp-start-kind": "input port",
        "cp_data_arrival_time_ns": 5.44,
        "cp_max_fo": 65,
        "worst_ep_required_time_ns": 7.84,
        "cp-end-kind": "output pin",
    },
    "floorplanning": {
        "fp_util_pct": 50.4,
        "die_height_um": 312,
        "num_io_pins": 113,
        "num_rows": 113,
        "die_w_um": 312,
        "die-area_um2": 97100,
        "core_um2": 95000,
    },
    "cts": {
        "ctsHoldBuffers": 0,
        "cts.clk_slew.worst_paths_ns": 0.06,
        "clockBufferDepth": 3,
        "ctsResizeCount": 0,
        "cts.sinks": 1024,
        "postCtsSetupBuffers": 0,
        "cts-root-buf": "clkbuf_16",
        "cts_tree": "yes",
        "ctsHtreeMaxLevel": 3,
        "cts_buffers": 108,
    },
    "worst_hold_path": {
        "holdPathStages": 2,
        "hp-class": "input port to flop",
    },
    "power": {
        "design_power_total_mw": 9.74,
        "power_density_nw_per_um2": 180,
        "ir_drop_v": 0.000161,
        "power.leakage_nw": 17.6,
    },
    "layout": {
        "area_growth_pct": 13.2,
        "drive_above_1_share_pct": 26.2,
        "largest-register": "regs",
        "largest_reg_flops": 1024,
        "top_regs": "regs (1024)",
    },
    "outcome": {
        "status": "completed",
    },
    "job": {
        "drv_cap": 0,
        "openroad.warnings": 26,
    },
}
-- cell families (layout without fill, tap and decap cells) --
family | after synthesis | count (layout) | synth area share, %
DFF | 1024 | 1024 | 64.2
muxes | 736 | 736 | 25.0
AOI/OAI and AO/OA | 374 | 374 | 6.15
buffers and inverters | 217 | 434 | 2.44
and+or+nand+nor | 212 | 212 | 2.18
other | 1 | 32 | 0.00783
-- final timing paths --
check / from / to / slack (ns)
setup / recovery: src2[2] / rd_data2[14] / 2.40
hold / removal: wr_data[13] / regs[5][13] / 2.08
-- power by group --
part,internal (mW),switching (mW)
Clock,2.26,1.68
Combinational,0.372,0.510
Sequential,4.89,0.0262
-- routing by layer --
layer | global-route usage (%) | share of wire (%)
met1 | 43.0 | 30
met3 | 30.1 | 20
met4 | 11.4 | 4.4
met2 | 48.2 | 45
met5 | 3.71 | 0.26
-- cell type report --
class,count,area (um2)
fill,6995,40800
sequential,1024,30700
multi-input combinational,1354,16400
clock buffer,140,2910
timing repair buffer,234,2100
tap,1265,1580
clock inverter,58,482
inverter,2,8.76
-- worst max-delay path, stage by stage --
cell and delay (ns):
buf_8 0.40, buf_4 0.63, nor2_2 0.09, and3_2 0.35
buf_4 0.42, a211oi_1 0.74, clkdlybuf4s50_1 0.61
-- metrics by stage --
step / instance area, um2 / cells / util, % / setup slack [ns]
2_1_floorplan: 48000 / 2595 / - / 4.47
3_3_place_gp: 50800 / 3879 / 53.5 / 2.32
3_5_place_dp: 50800 / 3879 / 53.5 / 2.44
4_1_cts: 54200 / 4077 / 57.1 / 2.41
5_1_grt: 54200 / 4077 / 57.1 / 2.20
6_report: 54200 / 4077 / 57.1 / 2.40
-- layout by cell type, fill, tap and decap left out, types with 32 or more instances in the layout --
| master | synthesis | layout |
|---|---|---|
| mux4_1 | 36 | 36 |
| clkbuf_16 | 0 | 112 |
| mux2_2 | 64 | 64 |
| a21oi_1 | 32 | 32 |
| edfxtp_1 | 1024 | 1024 |
| o21ai_0 | 50 | 50 |
| o221ai_1 | 64 | 64 |
| a311oi_1 | 32 | 32 |
| mux4_2 | 316 | 316 |
| nor2_4 | 0 | 33 |
| conb_1 | 1 | 32 |
| nor2b_1 | 37 | 32 |
| buf_4 | 53 | 118 |
| nand2_1 | 85 | 85 |
| nand4_1 | 32 | 32 |
| a22oi_1 | 64 | 64 |
| mux2i_1 | 320 | 320 |
| clkdlybuf4s50_1 | 0 | 102 |
| a221oi_1 | 38 | 38 |
| a211oi_1 | 53 | 53 |
Power and IR drop assume default switching activity.
