`flow/design.v`:
```
module pc_reg #(
    parameter WIDTH = 32
)(
    input [WIDTH-1:0] next_pc,
    input reset,
    input clk,
    output reg [WIDTH-1:0] current_pc
);
    always @(posedge clk or posedge reset) begin
        if (reset)
            current_pc <= {WIDTH{1'b0}};
        else
            current_pc <= next_pc;
    end
endmodule
```
`flow/run.sh`:
```
#!/bin/bash
# OpenROAD 26Q1-2900-gdf79404cd8, Yosys 0.63+post, stock flow scripts
make -C /OpenROAD-flow-scripts/flow DESIGN_CONFIG=/design/flow/config.mk WORK_HOME=/design/flow/orfs finish
```
`flow/config.mk`:
```
export PLATFORM = sky130hd
export DESIGN_NAME = pc_reg
export DESIGN_NICKNAME = pc_reg
export VERILOG_FILES = /design/flow/design.v
export SDC_FILE = /design/flow/constraint.sdc
export NUM_CORES = 4
export LEC_CHECK = 1
export CORE_AREA = 10 10 94 94
export DIE_AREA = 0 0 104 104
```
`flow/constraint.sdc`:
```
current_design pc_reg

set clk_period 1.0
set clk_io_pct 0.2

create_clock -name clk0 -period $clk_period [get_ports {clk}]

set non_clock_inputs [all_inputs -no_clocks]
set_input_delay [expr $clk_period * $clk_io_pct] -clock clk0 $non_clock_inputs
set_output_delay [expr $clk_period * $clk_io_pct] -clock clk0 [all_outputs]
```
==> flow_metrics.env <==
# yosys + openroad results
export IMPL_ioPinCount=66
export IMPL_p_leak_nw=0.688
export IMPL_clock_sinks=32
export IMPL_cts_inserted_buffers=5
export IMPL_cp_end_kind="output port"
export IMPL_finalCriticalPeriod_ns=0.953
export IMPL_syn2layout_area_growth_pct=89.6
export IMPL_top_regs="current_pc x32"
export IMPL_ys_area_sq_um=805
export IMPL_regArea_sq_um=801
export IMPL_grt_pass1_wl_um=3860
export IMPL_setup_viol=0
export IMPL_layout_drive_gt1_share=0.364
export IMPL_arrival_ns=0.75
export IMPL_tightestPinTransition_ns=0.179
export IMPL_crit_family="flip-flops"
export IMPL_vdd_drop_max_v=0.000388
export IMPL_rows=30
export IMPL_dieArea_sq_um=10800
export IMPL_crit_chain="buf_2"
export IMPL_grt_antenna_before_repair=0
export IMPL_drt_wirelength_per_cell_um=12.0
export IMPL_grt_overflow_total=0
export IMPL_finalCritPeriodShare=0.953
export IMPL_cp_max_fo=1
export IMPL_first_pass_iters=2
export IMPL_clkSlewWorstSetupHoldPaths_ns=0.06
export IMPL_required_ns=0.80
export IMPL_syn_inst=33
export IMPL_root_buffer="clkbuf_8"
export IMPL_cts_buffer_depth=2
export IMPL_post_cts_buffers=0
export IMPL_routed_via_density=2.60
export IMPL_slew_limit_headroom=0.881
export IMPL_syn_area_per_cell_sq_um=24.4
export IMPL_core_area_sq_um=6830
export IMPL_die_w_um=104
export IMPL_yosys_warnings=1
export IMPL_post_place_ws_ns=0.00562
export IMPL_hold_violations=0
export IMPL_fin_setup_tns_ns=0
export IMPL_grt_pass1_vias=620
export IMPL_slowest_delay_ns=0.37
export IMPL_gp_congestion=0.637
export IMPL_first_iter_violations=10
export IMPL_maxCapViolCount=0
export IMPL_cts_resized=98
export IMPL_warning_count=26
export IMPL_yosys_stat_seqShare=0.995
export IMPL_nMultiInputCombCells=0
export IMPL_grt_max_degree=33
export IMPL_antenna_cells=0
export IMPL_ys_types=2
export IMPL_slew_viol_final=0
export IMPL_hold_path_class="input pin to async pin"
export IMPL_cts_tree="built"
export IMPL_p_total_w=0.00259
export IMPL_htree_levels=2
export IMPL_power_density_nw_per_um2=1700
export IMPL_outcome="finished clean"
export IMPL_layout_top_cell="clkdlybuf4s50_1"
export IMPL_worstPathBufferInverterCount=1
export IMPL_rsz0062_at_grt="yes"
export IMPL_antenna_left=0
export IMPL_fp_util=0.118
export IMPL_final_util=0.223
export IMPL_lay_top_cells="33 x clkdlybuf4s50_1, 32 x dfrtp_1, 32 x buf_2"
export IMPL_wirelength_um=2440
export IMPL_io_buffers=65
export IMPL_numSynthFlops=32
export IMPL_worst_slack_ns=0.0465
export IMPL_syn_area_sq_um=805
export IMPL_largest_register="current_pc"
export IMPL_largest_register_ffs=32
export IMPL_die_h_um=104
export IMPL_grt_use_total=0.0454
export IMPL_crit_path_start_kind="flip-flop"
export IMPL_via_count=527
export IMPL_worstSetupPathType="flip-flop to output port"
export IMPL_ctsHoldBuffers=0
export IMPL_logic_area_sq_um=0
export IMPL_crit_slowest_cell="dfrtp_1"
export IMPL_fillers=740
export IMPL_drc=0
export IMPL_whs_ns=0.274
export IMPL_yosysCellCount=33
export IMPL_clock_fmax_mhz=1050
==> per-stage QoR <==
stage	area, sq um	instances
floorplan	805	33
global placement	1600	195
detailed placement	1600	195
CTS	1530	203
global route	1530	203
finish	1530	203
==> path summary, 6_finish.rpt <==
check,startpoint,slack [ns],cells past startpoint,endpoint
setup / recovery,current_pc[23],0.05,1,current_pc[23]
hold / removal,reset,0.27,3,current_pc[8]
max in group asynchronous,reset,0.56,3,current_pc[28]
min in group clk0,next_pc[28],0.36,1,current_pc[28]
==> metal layers <==
| layer | up-vias | GRT usage | wire, um |
|---|---|---|---|
| met4 | 0 | 0.00895 | 32 |
| met3 | 3 | 0.0282 | 274 |
| met2 | 44 | 0.0631 | 1050 |
| met1 | 236 | 0.0590 | 1080 |
| met5 | - | 0 | 0 |
| li1 | 244 | - | - |
==> logic make-up (layout without fill, tap and decap cells) <==
family                 Yosys count  after routing  synth area share
flip-flops                      32             32             0.995
buffers and inverters            1             75           0.00466
==> power breakdown <==
group | internal, W | switching, W | leakage [nW]
combinational | 0.000160 | 0.0000550 | 0.270
clock | 0.000561 | 0.000445 | 0.0455
sequential | 0.00136 | 0.0000127 | 0.373
total | 0.00208 | 0.000513 | 0.688
==> cells in the mapped netlist, drive strengths merged <==
master / instances / share of area
inv: 1 / 0.0047
dfrtp: 32 / 1.0
==> area by class of cell <==
type                  count  share of cell area
Clock buffer              8              0.0591
Inverter                  1             0.00246
Sequential cell          32               0.525
Tap cell                 96              0.0788
Timing Repair Buffer     66               0.335
Power figures rest on the tool's default switching activity, not on a simulated workload.
